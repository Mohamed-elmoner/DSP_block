### design/flow/run.sh
#!/bin/bash
# OpenROAD 26Q1-2900-gdf79404cd8, Yosys 0.63+post, stock flow scripts
make -C /OpenROAD-flow-scripts/flow DESIGN_CONFIG=/design/flow/config.mk WORK_HOME=/design/flow/orfs finish
### design/flow/config.mk
export PLATFORM = sky130hd
export DESIGN_NAME = DSP
export DESIGN_NICKNAME = DSP
export VERILOG_FILES = /design/flow/design.v
export SDC_FILE = /design/flow/constraint.sdc
export NUM_CORES = 4
export LEC_CHECK = 1
export CORE_UTILIZATION = 40
### design/flow/constraint.sdc
current_design DSP

set clk_period 24.6
set clk_io_pct 0.2

create_clock -name clk0 -period $clk_period [get_ports {CLK}]

set non_clock_inputs [all_inputs -no_clocks]
set_input_delay [expr $clk_period * $clk_io_pct] -clock clk0 $non_clock_inputs
set_output_delay [expr $clk_period * $clk_io_pct] -clock clk0 [all_outputs]
### design/flow/design.v
module DSP (A,B,D,C,CLK,CARRYIN,OPMODE,BCIN,RSTA,RSTB,RSTM,
RSTP,RSTC,RSTD,RSTCARRYIN,RSTOPMODE,CEA,CEB,CEM,CEP,CEC,CED,
CECARRYIN,CEOPMODE,PCIN,BCOUT,PCOUT,P,M,CARRYOUT,CARRYOUTF);
parameter A0REG=0;
parameter A1REG=1 ; 
parameter B0REG=0;  
parameter B1REG=1;
parameter CREG=1; 
parameter DREG=1; 
parameter MREG=1; 
parameter PREG=1; 
parameter CARRYINREG=1; 
parameter CARRYOUTREG=1; 
parameter OPMODEREG=1; 
parameter CARRYINSEL="OPMODE5";
parameter B_INPUT ="DIRECT";
parameter RSTTYPE ="SYNC";
input [17:0] A,B,D,BCIN;
input [47:0] C,PCIN;
input [7:0] OPMODE;
input CLK,CARRYIN,RSTA,RSTB,RSTC,RSTCARRYIN,RSTD,RSTM,
RSTOPMODE,RSTP,CEA,CEB,CECARRYIN,CEC,CED,CEM,CEOPMODE,CEP;
output [17:0] BCOUT;
output [47:0]PCOUT;
output[47:0] P;
output[35:0] M;
output CARRYOUT,CARRYOUTF;
wire[17:0]D_out,B0_out,A0_out,A1_out
,B_out,PRE_ADD_OUT;
reg[17:0] B0_in,B1_in;
wire[35:0]mult_out;
wire[7:0]OPMODE_out;
wire CYin;
wire cin,cout;
reg [47:0] x_out,z_out;
wire [47:0]POST_ADD_OUT,C_out;
mux_dff#(.WIDTH(8),.sync(RSTTYPE),.sel(OPMODEREG)) 
OPMODE_REG(.CLK(CLK),.rst(RSTOPMODE),.in(OPMODE),.out(OPMODE_out),.CE(CEOPMODE));
mux_dff#(.WIDTH(18),.sync(RSTTYPE),.sel(DREG)) 
D_REG(.CLK(CLK),.rst(RSTD),.in(D),.out(D_out),.CE(CED));
mux_dff#(.WIDTH(18),.sync(RSTTYPE),.sel(A0REG)) 
A0_REG(.CLK(CLK),.rst(RSTA),.in(A),.out(A0_out),.CE(CEA));
always @(*) begin
        if (B_INPUT == "DIRECT") 
            B0_in =B ;
         else if (B_INPUT == "CASCADE") 
            B0_in = BCIN;
         else 
            B0_in = 0;
    end
mux_dff#(.WIDTH(18),.sync(RSTTYPE),.sel(B0REG)) 
B0_REG(.CLK(CLK),.rst(RSTB),.in(B0_in),.out(B0_out),.CE(CEB));
mux_dff#(.WIDTH(48),.sync(RSTTYPE),.sel(CREG)) 
C_REG(.CLK(CLK),.rst(RSTC),.in(C),.out(C_out),.CE(CEC));
assign PRE_ADD_OUT=(OPMODE_out[6]==1)? (D_out-B0_out):(D_out+B0_out);
always @(*) begin
    if (OPMODE_out[4] == 0) 
            B1_in = B0_out;
         else 
            B1_in = PRE_ADD_OUT;
end
mux_dff#(.WIDTH(18),.sync(RSTTYPE),.sel(B1REG)) 
B1_REG(.CLK(CLK),.rst(RSTB),.in(B1_in),.out(BCOUT),.CE(CEB));
mux_dff#(.WIDTH(18),.sync(RSTTYPE),.sel(A1REG)) 
A1_REG(.CLK(CLK),.rst(RSTA),.in(A0_out),.out(A1_out),.CE(CEA));
assign mult_out = BCOUT*A1_out;
mux_dff#(.WIDTH(36),.sync(RSTTYPE),.sel(MREG)) 
M_REG(.CLK(CLK),.rst(RSTM),.in(mult_out),.out(M),.CE(CEM));
assign CYin=(CARRYINSEL=="OPMODE5")? OPMODE_out[5]:(CARRYINSEL=="CARRYIN")?CARRYIN:0;
mux_dff#(.WIDTH(1),.sync(RSTTYPE),.sel(CARRYINREG)) 
CYI(.CLK(CLK),.rst(RSTCARRYIN),.in(CYin),.out(cin),.CE(CECARRYIN));
always @(*) begin
        if (OPMODE_out[1:0] == 0) 
        x_out=0;
        else if (OPMODE_out[1:0] == 1) 
        x_out={12'b0,M};
        else if (OPMODE_out[1:0] == 2)
         x_out=PCOUT;   
        else
        x_out={D_out[11:0], A1_out[17:0],BCOUT[17:0]};
    end
always @(*) begin
        if (OPMODE_out[3:2] == 0) 
        z_out=0;
        else if (OPMODE_out[3:2] == 1) 
        z_out=PCIN;
        else if (OPMODE_out[3:2] == 2)
        z_out=PCOUT;   
        else
        z_out={12'b0,C_out};
    end
assign {cout,POST_ADD_OUT}=(OPMODE_out[7]==1)? (z_out-(x_out+cin)):z_out+x_out+cin;
mux_dff#(.WIDTH(48),.sync(RSTTYPE),.sel(PREG)) 
P_REG(.CLK(CLK),.rst(RSTP),.in(POST_ADD_OUT),.out(P),.CE(CEP));
mux_dff#(.WIDTH(1),.sync(RSTTYPE),.sel(CARRYOUTREG)) 
CYO_REG(.CLK(CLK),.rst(RSTCARRYIN),.in(cout),.out(CARRYOUT),.CE(CECARRYIN));
assign PCOUT=P;
assign CARRYOUTF=CARRYOUT;
endmodule
module mux_dff(CLK,rst,in,out,CE);
parameter  WIDTH=8 ;
parameter sync="SYNC";
parameter sel=0;
input CLK,rst,CE;
input[WIDTH-1:0] in;
output [WIDTH-1:0] out;
reg[WIDTH-1:0] dff_out;
generate
    if(sync=="ASYNC")begin
always @(posedge CLK or posedge rst) begin
if(rst) dff_out<=0;
else if(CE) dff_out<=in;
end
end
else begin
always @(posedge CLK) begin
if(rst) dff_out<=0;
else if(CE) dff_out<=in;
end
end
endgenerate
assign out=(sel==1)? dff_out:in;
endmodule
==> impl_metrics.tcl <==
# yosys + openroad results
set metrics [dict create \
    layout.cells.non_filler 4382 \
    setup.reg_to_reg.worst_slack_ps 17240 \
    r2r_end "M_REG.dff_out[33]" \
    grt_pass1_wl_microns 138000 \
    startpoint_type "input pin" \
    rsz0062_at_grt "no" \
    critical_path_class "input pin to register" \
    numPortBuffers 326 \
    cts-resized-gates 0 \
    die_h_microns 264 \
    yosys_cells 3327 \
    path_buffers 2 \
    cts-hold-fix-buffers 0 \
    drive_gt1_share_pct 6.22 \
    die-width_microns 264 \
    top_area_cell "fa_1" \
    fmax_ghz 0.107 \
    drv_slew 0 \
    edf_count 0 \
    ys_area_sq_um 27500 \
    ir_worst_vdd_mv 0.0520 \
    dr.pass1.iters 7 \
    cts.path.max_buffers 2 \
    synth_top_area_share_pct 19.0 \
    cts_tree "yes" \
    common_cells "inv_1 (447), nor2_1 (304), nand2_1 (286)" \
    drc 0 \
    syn_inst 3327 \
    worst_slew_pin_slew_ps 834 \
    mi_logic_area_sq_um 20900 \
    hold_start "B1_REG.dff_out[10]" \
    clk_latency_ps 510 \
    pwr_density_cell_nw_per_um2 44.1 \
    avgRoutedWirePerCell_microns 20.3 \
    netlist_area_sq_um 27500 \
    cp_cell_sequence "clkdlybuf4s50_1, mux2_2, a22oi_1, fa_1, inv_1, fa_1, nor2b_1, o311a_1, a21oi_2, a211oi_2, a21oi_1, nand4_1, a311oi_2, o41ai_4, a41oi_1, xor2_1, a2111oi_2" \
    ant_nets 0 \
    wl_microns 88900 \
    numCtsBuffers 17 \
    slowest_stage "a311oi_2" \
    boundaryPins 346 \
    cts-root-buf "clkbuf_16" \
    die_area_sq_um 69900 \
    synth_flops 196 \
    grt_pass1_vias 23500 \
    fp-row-count 95 \
    vias 23400 \
    hold_class "register to register" \
    htreeDepth 4 \
    post-route-period-util_pct 37.8 \
    finalHoldViolations 0 \
    final-setup-viol-count 0 \
    gr-total-overflow 0 \
    clk_pin_slew_ps 80 \
    status "completed" \
    gp_congestion 0.958 \
    first_iter_violations 1322 \
    postCtsSetupRepairBufs 0 \
    worst_path_most_repeated_cell "fa_1" \
    worstReg2RegStart "B1_REG.dff_out[11]" \
    yosys_warnings 7 \
    synth-async-reset-ratio_pct 0 \
    hpwlAfterDp_microns 69100 \
    relSlewSlack_pct 44.2 \
    crit_family "AND-OR/OR-AND gates" \
    maxCapViolCount 0 \
    reg2reg_depth 23 \
    ys_seq_share_pct 14.2 \
    hold_end "B1_REG.dff_out[10]" \
    p_leak_nw 15.2 \
    grt_usage_pct 26.8 \
    grt_max_degree 58 \
    holdWs_ps 488 \
    syn_area_per_cell_sq_um 8.28 \
    initCoreUtil_pct 40.7 \
    holdPathStages 2 \
    place_ws_ps 14840 \
    period_needed_ps 9300 \
    cpPeakStageDelay_ps 530 \
    place_area_sq_um 31200 \
    synthMostInstantiatedCell "inv_1" \
    fillCellCount 6659 \
    dp.cells 4348 \
    skew_ps 22.0 \
    cp.required_ps 25010 \
    area_delta_synth_final_pct 15.6 \
    openroad.warnings 91 \
    setup_ws_ps 15300 \
    core_area_sq_um 67600 \
    fin_setup_tns_ps 0 \
    final_util_pct 47.1 \
    vias_per_cell 5.33 \
    crit_arrival_ps 9710 \
    crit_cells 17 \
    critPathMaxFanout 3 \
    design_area_sq_um 31800 \
    seq_area_sq_um 3930 \
    cts.sinks 196 \
    end_kind "register" \
    synth_cell_types 87 \
    topCellsByArea "fa_1 (19%), dfxtp_1 (14%), ha_1 (12%), inv_1 (6.1%), mux2i_1 (5.5%)" \
    ff_type "dfxtp_1" \
    power_mw 1.40 \
    antenna_found_initial 2 \
]
## state kept, by name, summed over array words and instances, names as in the netlist
register and count:
CYO_REG.dff_out 1, CYI.dff_out 1, M_REG.dff_out 36, B1_REG.dff_out 18, P_REG.dff_out 48, C_REG.dff_out 48, OPMODE_REG.dff_out 8, D_REG.dff_out 18
A1_REG.dff_out 18
## power breakdown
part           total, mW  internal, mW  switching, mW  leakage (nW)
clock network      0.308         0.146          0.161         0.299
registers          0.389         0.345         0.0443          1.62
logic              0.707         0.325          0.382          13.3
## cell usage in the layout, fill, tap and decap left out, types with 42 or more instances in the layout
| cell | n |
|---|---|
| fa_1 | 261 |
| a21o_1 | 84 |
| dfxtp_1 | 191 |
| inv_1 | 447 |
| xnor2_1 | 100 |
| ha_1 | 267 |
| clkdlybuf4s50_1 | 320 |
| a22o_1 | 64 |
| buf_4 | 57 |
| a211oi_1 | 42 |
| nor2_1 | 304 |
| mux2_2 | 85 |
| o21ai_0 | 71 |
| a21oi_1 | 151 |
| and2_1 | 145 |
| nand2_1 | 286 |
| mux2i_1 | 150 |
## per-layer routing
metal | GRT usage (%) | up-vias | wire length (microns)
met5 | 0 | - | 0
met4 | 6.32 | 0 | 2620
met3 | 6.74 | 112 | 6730
met2 | 41.5 | 768 | 39900
met1 | 38.5 | 11200 | 39700
li1 | - | 11300 | -
## worst max-delay path by stage
stage / end / from / slack, ps
after CTS: P_REG.dff_out[44] / PCIN[0] / 15360
after global routing: P_REG.dff_out[44] / PCIN[0] / 15090
final: P_REG.dff_out[44] / PCIN[0] / 15300
## area by class of cell
class	count	area share, %
inverters	449	5.29
clock inverters	15	0.570
diodes	2	0.0157
clock buffers	17	1.34
flip-flops and latches	196	12.3
well taps	873	3.43
multi-input cells	2448	65.5
repair buffers	382	11.5
## cell families after synthesis
family / Yosys count / synth area share [%]
AND/OR/NAND/NOR: 939 / 15.8
buffers and inverters: 683 / 10.0
AND-OR/OR-AND: 607 / 15.4
adder cells (fa/ha/maj): 528 / 31.1
multiplexers: 235 / 8.93
flip-flops: 196 / 14.2
XOR/XNOR: 139 / 4.42
## worst reg2reg max path: stages (launching register included)
cell and delay, ps:
dfxtp_1 780, buf_4 360, nand2_1 110, fa_1 530
fa_1 510, fa_1 510, inv_1 50, fa_1 510
fa_1 490, inv_1 50, fa_1 480, inv_1 40
ha_1 360, nand3_1 110, or2_0 240, a211o_1 270
a31oi_1 460, o31ai_1 250, a31oi_1 260, o21a_1 140
nor2_1 50, o21ai_0 240, nor4bb_1 90, or3_1 360
Power is estimated from default activity; no workload was simulated.
